===== /design/flow/run.sh =====
#!/bin/bash
# OpenROAD 26Q1-2900-gdf79404cd8, Yosys 0.63+post, stock flow scripts
make -C /OpenROAD-flow-scripts/flow DESIGN_CONFIG=/design/flow/config.mk WORK_HOME=/design/flow/orfs finish

===== /design/flow/config.mk =====
export PLATFORM = sky130hd
export DESIGN_NAME = contador_up_down
export DESIGN_NICKNAME = contador_up_down
export VERILOG_FILES = /design/flow/design.v
export SDC_FILE = /design/flow/constraint.sdc
export NUM_CORES = 4
export LEC_CHECK = 1
export CORE_AREA = 10 10 70 70
export DIE_AREA = 0 0 80 80

===== /design/flow/constraint.sdc =====
current_design contador_up_down

set clk_period 2.1
set clk_io_pct 0.2

create_clock -name clk0 -period $clk_period [get_ports {clk}]

set non_clock_inputs [all_inputs -no_clocks]
set_input_delay [expr $clk_period * $clk_io_pct] -clock clk0 $non_clock_inputs
set_output_delay [expr $clk_period * $clk_io_pct] -clock clk0 [all_outputs]

===== /design/flow/design.v =====
parameter NBITS_COUNT = 4;   
module contador_up_down (
  input logic clk, reset, count_direction,
  output logic [NBITS_COUNT-1:0] saida
);
  always @(posedge clk or posedge reset) begin
    if (reset) begin
      saida <= 0;   
    end else if (count_direction) begin
      saida <= saida + 1;   
    end else begin
      saida <= saida - 1;   
    end
  end
endmodule

==> impl_results.html <==
<h3>Flow metrics</h3>
<table>
<tr><th>Metric</th><th>Value</th></tr>
<tr><th colspan="2">Placed design</th></tr>
<tr><td>Port buffer count</td><td>6</td></tr>
<tr><td>Number of cells in the design after placement</td><td>between 60 and 70</td></tr>
<tr><td>Placer Congestion</td><td>around 0.73</td></tr>
<tr><td>Placement-stage worst setup slack</td><td>0.239 ns</td></tr>
<tr><th colspan="2">Global route</th></tr>
<tr><td>Number of global-route vias before repair</td><td>164</td></tr>
<tr><td>Maximum number of pins on one net before global-route repair</td><td>5</td></tr>
<tr><td>Initial antenna violation count</td><td>0</td></tr>
<tr><td>Total congestion overflow after global routing</td><td>0</td></tr>
<tr><td>Global-route wire length before repair</td><td>814 microns</td></tr>
<tr><td>Gr usage total</td><td>0.0177</td></tr>
<tr><th colspan="2">Synth</th></tr>
<tr><td>Post-synth EDFFs</td><td>0</td></tr>
<tr><td>Share of the yosys chip area belonging to registers</td><td>0.503</td></tr>
<tr><td>Ys Warns</td><td>1</td></tr>
<tr><td>Most numerous cell in the Yosys netlist</td><td>sky130_fd_sc_hd__dfrtp_1</td></tr>
<tr><td>Cell taking the most area after synthesis</td><td>sky130_fd_sc_hd__dfrtp_1</td></tr>
<tr><td>Async set-reset flop share out of synthesis</td><td>1.00</td></tr>
<tr><td>#FFs+latches synth</td><td>4</td></tr>
<tr><td>Count of unique library cells instantiated by Yosys</td><td>8</td></tr>
<tr><td>Area share of the largest cell type after synthesis</td><td>0.503</td></tr>
<tr><td>Main flop type after synthesis</td><td>sky130_fd_sc_hd__dfrtp_1</td></tr>
<tr><td>Syn_area_per_cell</td><td>13.3 sq um</td></tr>
<tr><td>Gate count after technology mapping</td><td>15</td></tr>
<tr><td>Cell count listed in synth_stat.txt</td><td>15</td></tr>
<tr><td>Post-Synthesis Cell Area</td><td>199 sq um</td></tr>
<tr><td>Leading post-synthesis cells by instance count</td><td>sky130_fd_sc_hd__dfrtp_1 (4), sky130_fd_sc_hd__inv_1 (3), sky130_fd_sc_hd__ha_1 (2), sky130_fd_sc_hd__xnor2_1 (2)</td></tr>
<tr><td>Yosys stat chip area</td><td>about 200 sq um</td></tr>
<tr><td>Top cells by area</td><td>sky130_fd_sc_hd__dfrtp_1 (50%), sky130_fd_sc_hd__ha_1 (13%), sky130_fd_sc_hd__fa_1 (10%)</td></tr>
<tr><th colspan="2">Clock tree</th></tr>
<tr><td>Post-CTS repair timing setup buffer count</td><td>0</td></tr>
<tr><td>CTS Hold Buffers Added</td><td>0</td></tr>
<tr><td>Maximum buffer depth of the clock tree</td><td>2</td></tr>
<tr><td>Worst-Skew Late Latency</td><td>0.24 ns</td></tr>
<tr><td>Clk sink count</td><td>4</td></tr>
<tr><td>Clock tree from TritonCTS</td><td>done</td></tr>
<tr><td>Count of H-tree levels built during CTS</td><td>1</td></tr>
<tr><td>Clock slew at the register clock pins of the worst setup and hold paths</td><td>0.04 ns</td></tr>
<tr><td>Cell resize tally after clock tree synthesis</td><td>0</td></tr>
<tr><td>CTS Buf Count</td><td>3</td></tr>
<tr><td>CTS Root Cell</td><td>sky130_fd_sc_hd__clkbuf_4</td></tr>
<tr><th colspan="2">Final layout</th></tr>
<tr><td>Fraction of layout instances using a drive strength above 1</td><td>0.167</td></tr>
<tr><td>Largest register FFs</td><td>4</td></tr>
<tr><td>Count of non-filler cells in the finished layout</td><td>70</td></tr>
<tr><td>Biggest registers after layout</td><td>saida: 4 flops</td></tr>
<tr><td>Area grow syn2layout</td><td>70.4%</td></tr>
<tr><td>Largest Register</td><td>saida</td></tr>
<tr><th colspan="2">STA</th></tr>
<tr><td>Number of setup violations in the final report</td><td>0</td></tr>
<tr><td>Setup Skew</td><td>0.000739 ns</td></tr>
<tr><td>Minimum period implied by the final worst setup slack</td><td>approximately 1.6 ns</td></tr>
<tr><td>RSZ-0062 raised after global routing</td><td>false</td></tr>
<tr><td>Worst hold slack across all endpoints</td><td>between 0.3 and 0.4 ns</td></tr>
<tr><td>Worst slew margin</td><td>0.879</td></tr>
<tr><td>Final setup slack of the worst path</td><td>around 0.46 ns</td></tr>
<tr><td>Setup TNS</td><td>0 ns</td></tr>
<tr><td>Final Hold Violating Endpoints</td><td>0</td></tr>
<tr><td>Crit share post-route</td><td>0.782</td></tr>
<tr><td>Maximum clock frequency</td><td>609 MHz</td></tr>
<tr><td>Max-slew violation count</td><td>0</td></tr>
<tr><td>Transition time at the pin with the least slew margin</td><td>0.180 ns</td></tr>
<tr><th colspan="2">Die</th></tr>
<tr><td>Die height</td><td>80 microns</td></tr>
<tr><td>X dimension of the die</td><td>80 microns</td></tr>
<tr><td>Std cell rows</td><td>21</td></tr>
<tr><td>Count of pins on the block boundary</td><td>7</td></tr>
<tr><td>Placeable core area</td><td>3420 sq um</td></tr>
<tr><td>Effective utilization at floorplan</td><td>0.0582</td></tr>
<tr><td>Area enclosed by the die boundary</td><td>6400 sq um</td></tr>
<tr><th colspan="2">Route</th></tr>
<tr><td>Via count</td><td>between 100 and 150</td></tr>
<tr><td>Routed length per placed instance</td><td>6.73 microns</td></tr>
<tr><td>Detailed-routing iteration count for the pre-antenna-repair pass</td><td>2</td></tr>
<tr><td>Via-per-instance ratio</td><td>around 1.9</td></tr>
<tr><td>Diode count</td><td>0</td></tr>
<tr><td>Number of DRC violations after detailed routing</td><td>0</td></tr>
<tr><td>DRC violation total after the first TritonRoute iteration</td><td>5</td></tr>
<tr><td>Residual antenna-violating net count after detailed routing</td><td>0</td></tr>
<tr><td>Total wire length</td><td>471 microns</td></tr>
<tr><th colspan="2">Power and ir drop</th></tr>
<tr><td>Post-layout power</td><td>381 uW</td></tr>
<tr><td>IR Drop Worst-Case VDD</td><td>159 uV</td></tr>
<tr><td>Power density cells</td><td>1120 nW/um^2</td></tr>
<tr><td>Leakage</td><td>0.000141 uW</td></tr>
<tr><th colspan="2">Run</th></tr>
<tr><td>Max-cap violation count</td><td>0</td></tr>
<tr><td>Count of tool warnings</td><td>25</td></tr>
<tr><th colspan="2">Min path</th></tr>
<tr><td>Hold Crit Class</td><td>primary input to asynchronous set/reset pin</td></tr>
<tr><th colspan="2">Setup path</th></tr>
<tr><td>Arrival time reported for the critical path endpoint</td><td>1.80 ns</td></tr>
<tr><td>Largest stage delay, worst path</td><td>0.50 ns</td></tr>
<tr><td>Crit path required time</td><td>2.26 ns</td></tr>
<tr><td>Setup CP Type</td><td>primary input to flip-flop</td></tr>
<tr><td>Worst-path cell with the longest stage delay</td><td>sky130_fd_sc_hd__clkdlybuf4s50_1</td></tr>
<tr><td>WP buf/inv</td><td>2</td></tr>
<tr><td>Largest driver fanout on the critical path</td><td>3</td></tr>
<tr><td>Top Family by Delay on Critical Path</td><td>buffers and inverters</td></tr>
<tr><td>CP Launch Type</td><td>primary input</td></tr>
<tr><td>Chain of cells forming the critical path</td><td>clkdlybuf4s50_1 &gt; inv_1 &gt; ha_1 &gt; a21o_1 &gt; a21oi_2 &gt; xnor2_1</td></tr>
<tr><td>Endpoint type of the worst setup path</td><td>flip-flop</td></tr>
<tr><th colspan="2">Outcome</th></tr>
<tr><td>Status</td><td>finished, final reports clean</td></tr>
</table>
-- stage by stage --
| stage | utilization | instance area (sq um) |
|---|---|---|
| after floorplan | - | 199 |
| after global routing | 0.0993 | 339 |
| final | 0.0993 | 339 |
| after CTS | 0.0993 | 339 |
| after detailed placement | 0.0927 | 317 |
| after global placement | 0.0927 | 317 |
-- placed cells by master (no fill, tap or decap) --
cell type	Yosys	final
sky130_fd_sc_hd__fa_1	1	1
sky130_fd_sc_hd__clkdlybuf4s50_1	0	6
sky130_fd_sc_hd__dfrtp_1	4	4
sky130_fd_sc_hd__a21o_1	1	1
sky130_fd_sc_hd__inv_1	3	3
sky130_fd_sc_hd__xor2_1	1	1
sky130_fd_sc_hd__ha_1	2	2
sky130_fd_sc_hd__a21oi_2	1	1
sky130_fd_sc_hd__clkbuf_4	0	3
sky130_fd_sc_hd__xnor2_1	2	2
-- worst reg2reg max path, cell delays in order (launching register included) --
cell                      delay, ns
sky130_fd_sc_hd__dfrtp_1       0.40
sky130_fd_sc_hd__ha_1          0.30
sky130_fd_sc_hd__a21o_1        0.19
sky130_fd_sc_hd__a21oi_2       0.16
sky130_fd_sc_hd__xnor2_1       0.12
-- routing by layer --
metal,up-vias,GRT usage,share of wire
li1,65,-,-
met1,59,0.0188,0.41
met3,3,0.0284,0.29
met2,9,0.0161,0.27
met5,-,0,0
met4,0,0.00528,0.021
-- area by class of cell --
cell class | count | area, sq um
flip-flops and latches | 4 | 100
multi-input cells | 8 | 87.6
fillers | 406 | 3080
well taps | 46 | 57.6
repair buffers | 6 | 60.1
inverters | 3 | 11.3
clock buffers | 3 | 22.5
-- cell families (layout without fill, tap and decap cells) --
family / count (synthesis) / in the layout / synth area share
fa+ha+maj: 3 / 3 / 0.226
flops: 4 / 4 / 0.503
compound gates: 2 / 2 / 0.0818
buf+inv: 3 / 12 / 0.0566
xor+xnor: 3 / 3 / 0.132
-- final timing paths --
kind / start / end / slack, ns / depth (start not counted)
hold / removal: reset / saida[0] / 0.39 / 2
setup reg to reg: saida[1] / saida[3] / 0.85 / 4
hold reg to reg: saida[0] / saida[0] / 0.51 / 1
max in group asynchronous: reset / saida[1] / 1.55 / 2
setup / recovery: count_direction / saida[3] / 0.46 / 6
min in group clk0: saida[0] / saida[0] / 0.51 / 1
-- power by group --
group	switching (uW)	total, uW	internal, uW	leakage, uW
registers	22.9	132	109	0.0000496
clock network	31.3	95.2	63.9	0.0000138
logic	51.7	153	102	0.0000781
Power and IR drop assume default switching activity.
