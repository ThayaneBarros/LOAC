==> flow/design.v <==
parameter N_Bits = 8;
module circuit_Sum(
  input logic signed[N_Bits-1:0] A1, A2,
  output logic signed[N_Bits-1:0] Sum,
  output logic Zero, Negative, Par);
  always_comb begin
    Sum <= A1 + A2;
    Zero <= (Sum == 0); 
    Negative <= Sum[N_Bits-1]; 
    Par <= (Sum[0] == 0);
  end
endmodule
==> flow/run.sh <==
#!/bin/bash
# OpenROAD 26Q1-2900-gdf79404cd8, Yosys 0.63+post, stock flow scripts
make -C /OpenROAD-flow-scripts/flow DESIGN_CONFIG=/design/flow/config.mk WORK_HOME=/design/flow/orfs finish
==> flow/config.mk <==
export PLATFORM = sky130hd
export DESIGN_NAME = circuit_Sum
export DESIGN_NICKNAME = circuit_Sum
export VERILOG_FILES = /design/flow/design.v
export SDC_FILE = /design/flow/constraint.sdc
export NUM_CORES = 4
export LEC_CHECK = 1
export CORE_AREA = 10 10 70 70
export DIE_AREA = 0 0 80 80
==> flow/constraint.sdc <==
current_design circuit_Sum

set clk_period 4.9
set clk_io_pct 0.2

create_clock -name clk0 -period $clk_period

set non_clock_inputs [all_inputs -no_clocks]
set_input_delay [expr $clk_period * $clk_io_pct] -clock clk0 $non_clock_inputs
set_output_delay [expr $clk_period * $clk_io_pct] -clock clk0 [all_outputs]
==> impl_metrics.sql <==
-- flow metrics import
INSERT INTO impl_metrics (metric_group, metric, value, unit) VALUES
('run', 'tool_warnings', '32', ''),
('setup_path', 'timing.critical_path.slowest_stage_cell', 'sky130_fd_sc_hd__clkdlybuf4s50_1', ''),
('cells_and_area', 'area.combinational', '391.6', 'sq um'),
('yosys', 'synth_area_leader_cell', 'sky130_fd_sc_hd__ha_1', ''),
('final_timing', 'setup_viol_count_final', '0', ''),
('drt', 'routed-wl-met3', '84', 'um'),
('setup_path', 'worstPathBufferInverterCount', '2', ''),
('drt', 'antenna_cells_inserted', '0', ''),
('yosys', 'yosys.stat.seqShare', '0', ''),
('final_timing', 'setup_total_negative_slack', '0', 'ns'),
('global_routing', 'grt_start_max_net_pins', '7', ''),
('drt', 'route.top_layer_used', 'met3', ''),
('cells_and_area', 'number_of_sequential_storage_elements', '0', ''),
('yosys', 'yosysCellCount', '43', ''),
('final_timing', 'drv_slew', '0', ''),
('setup_path', 'path_cells', 'clkdlybuf4s50_1 > ha_1 > fa_1 > a211o_1 > nand4_1 > o311ai_4 > nor4_2 > clkdlybuf4s50_1', ''),
('setup_path', 'worstSetupPathType', 'input pin to output pin', ''),
('power_and_ir_drop', 'switching_power_summed_over_all_nets', '0.00003610', 'W'),
('final_timing', 'period_minus_slack', '4.418', 'ns'),
('drt', 'met2RoutedLength', '569', 'um'),
('power_and_ir_drop', 'leakage_power', '0.2599', 'nW'),
('global_routing', 'grt_usage', '0.04022', ''),
('power_and_ir_drop', 'clkPwrFrac', '0', ''),
('run', 'drv_cap', '0', ''),
('cts', 'cts.repair_timing.setup_buffer_count', '0', ''),
('yosys', 'yosys.area_share.adder', '0.2646', ''),
('cts', 'cts.hold.buffers_added', '0', ''),
('cts', 'cts.repair.resized', '0', ''),
('floorplanning', 'floorplan.rows', '21', ''),
('floorplanning', 'vertical_extent_of_the_die', '80', 'um'),
('setup_path', 'path_delay_family', 'buffers and inverters', ''),
('global_routing', 'grt_antenna_before_repair', '0', ''),
('power_and_ir_drop', 'power_report.internal_total', '0.00005740', 'W'),
('cells_and_area', 'final_layout_size_suffix_gt1_frac', '0.1304', ''),
('global_routing', 'grt_overflow', '0', ''),
('drt', 'route.detailed.drc', '0', ''),
('final_timing', 'setup_repair_after_global_routing_missed_its_margin', 'no', ''),
('placement', 'dp.final_hpwl', '1210', 'um'),
('power_and_ir_drop', 'power_frac_seq', '0', ''),
('placement', 'io_port_bufs', '27', ''),
('floorplanning', 'fp.dieW', '80', 'um'),
('drt', 'avgRoutedWirePerCell', '11.32', 'um'),
('global_routing', 'vias_in_the_first_global_route', '464', ''),
('setup_path', 'path_common_cell', 'sky130_fd_sc_hd__clkdlybuf4s50_1', ''),
('placement', 'dpl_worst_slack', '0.4682', 'ns'),
('yosys', 'count_of_different_cell_masters_after_synthesis', '26', ''),
('power_and_ir_drop', 'power.ir.vdd_worst', '0.03826', 'mV'),
('final_timing', 'timing.fmax', '226.3', 'MHz'),
('final_timing', 'tightestPinTransition', '0.3466', 'ns'),
('yosys', 'synth.mux.area_fraction', '0', ''),
('drt', 'm1WireLength', '648', 'um'),
('outcome', 'result_of_the_run', 'completed', ''),
('setup_path', 'critPathMaxFanout', '3', ''),
('yosys', 'synth-xor-area-share', '0.06462', ''),
('setup_path', 'critical_path_arrival', '3.44', 'ns'),
('yosys', 'postSynthCellCount', '43', ''),
('worst_hold_path', 'min-delay-path-class', 'input pin to output pin', ''),
('placement', 'place_congestion', '0.7586', ''),
('yosys', 'ys_warn_count', '1', ''),
('power_and_ir_drop', 'finalPower', '0.00009350', 'W'),
('yosys', 'synth-compound-area-share', '0.4123', ''),
('yosys', 'ys_top_logic_family', 'AND-OR/OR-AND gates', ''),
('drt', 'route.final.wire_length', '1302', 'um'),
('yosys', 'topCellsByArea', 'sky130_fd_sc_hd__ha_1 22%, sky130_fd_sc_hd__a221oi_4 6.5%, sky130_fd_sc_hd__o311ai_4 6.5%', ''),
('drt', 'vias_per_cell', '3.704', ''),
('drt', 'starting_drt_drc_count', '4', ''),
('final_timing', 'postLayoutSetupSlackWorst', '0.4820', 'ns'),
('cells_and_area', 'layout.area.seq', '0', 'sq um'),
('global_routing', 'grt_first_pass_wirelength', '2090', 'um'),
('setup_path', 'worst_setup_path_end_kind', 'output pin', ''),
('final_timing', 'slew_headroom', '0.7684', '');
placed cells by master (no fill, tap or decap), types with 2 or more instances in the layout:
master and instances:
sky130_fd_sc_hd__ha_1 7, sky130_fd_sc_hd__a21oi_1 4, sky130_fd_sc_hd__nor3_1 2, sky130_fd_sc_hd__o211ai_1 2
sky130_fd_sc_hd__xor2_1 3, sky130_fd_sc_hd__nor3b_1 2, sky130_fd_sc_hd__clkdlybuf4s50_1 27, sky130_fd_sc_hd__inv_1 2
sky130_fd_sc_hd__nor2_1 3
routing by layer:
layer | track usage | up-vias
met2 | 0.06260 | 15
met1 | 0.05688 | 189
met3 | 0.01136 | 0
met5 | 0 | -
met4 | 0 | 0
li1 | - | 222
synth_stat cells (all sizes together) (2+ instances only):
library cell  number
nor2               3
o211ai             3
nor3b              2
a21oi              4
nor3               2
xor2               3
ha                 7
inv                2
stage by stage:
stage | instances | hold slack, ns | instance area [sq um]
floorplan | 43 | 2.068 | 406.6
global placement | 115 | 3.024 | 726.9
detailed placement | 115 | 3.029 | 726.9
CTS | 115 | 3.039 | 726.9
global route | 115 | 3.090 | 726.9
finish | 115 | 3.023 | 726.9
final cells by class:
class / count / share of cell area
multi-input cells: 40 / 0.5387
repair buffers: 27 / 0.3718
well taps: 46 / 0.07917
inverters: 2 / 0.01033
kinds of logic after synthesis:
logic type,Yosys count
AND/OR/NAND/NOR,14
AND-OR/OR-AND,15
adder cells (fa/ha/maj),8
XOR/XNOR,3
buffers and inverters,3
path summary, 6_finish.rpt:
| path | slack, ns | cells after the start | endpoint | from |
|---|---|---|---|---|
| setup / recovery | 0.48 | 8 | Zero | A1[0] |
| hold / removal | 3.02 | 4 | Par | A2[0] |
power by group through the flow:
stage / registers [W] / clock network, W / logic (W)
final: 0 / 0 / 0.0000935
after CTS: 0 / 0 / 0.0000960
after global routing: 0 / 0 / 0.000104
No activity file was given, so power comes from the tool's default toggle rates.
