[flow/design.v]
parameter Bits = 8;
module ULA(input logic signed [Bits-1:0] A, B,  
           input logic [1:0] F,                 
           output logic [Bits-1:0] Saida,       
           output logic FLAG_O);                
  always_comb begin
    FLAG_O = 0;  
    case(F)
      2'b00: Saida = A & B;  
      2'b01: Saida = A | B;  
      2'b10: begin           
        Saida = A + B; 
        if (Saida[Bits-1] != A[Bits-1] && Saida[Bits-1] != B[Bits-1])  
          FLAG_O = 1;
        else
          FLAG_O = 0;
      end
      2'b11: begin   
        Saida = A - B;
        if (Saida[Bits-1] != A[Bits-1] && Saida[Bits-1] == B[Bits-1])  
          FLAG_O = 1;
        else
          FLAG_O = 0;
      end
      default: Saida = 8'b0;  
    endcase
  end
endmodule
[flow/run.sh]
#!/bin/bash
# OpenROAD 26Q1-2900-gdf79404cd8, Yosys 0.63+post, stock flow scripts
make -C /OpenROAD-flow-scripts/flow DESIGN_CONFIG=/design/flow/config.mk WORK_HOME=/design/flow/orfs finish
[flow/config.mk]
export PLATFORM = sky130hd
export DESIGN_NAME = ULA
export DESIGN_NICKNAME = ULA
export VERILOG_FILES = /design/flow/design.v
export SDC_FILE = /design/flow/constraint.sdc
export NUM_CORES = 4
export LEC_CHECK = 1
export CORE_AREA = 10 10 70 70
export DIE_AREA = 0 0 80 80
[flow/constraint.sdc]
current_design ULA

set clk_period 10.0
set clk_io_pct 0.2

create_clock -name clk0 -period $clk_period

set non_clock_inputs [all_inputs -no_clocks]
set_input_delay [expr $clk_period * $clk_io_pct] -clock clk0 $non_clock_inputs
set_output_delay [expr $clk_period * $clk_io_pct] -clock clk0 [all_outputs]
==> deck_impl_summary.md <==
Physical Implementation Snapshot

Place
  • GP Congestion: 0.8397
  • DP Wirelength: ~2100 um
  • Port-buffer cells: 27
  • Placed cell count: ~210
  • Setup Slack @ Placement: about 3000 ps

Floorplanning
  • IO Pins: 27
  • Full die area: around 6400 sq um
  • Vert. Die Dim: about 80 um
  • Die width: around 80 um
  • Number of cell rows: 21
  • Core area: between 3000 and 4000 sq um
  • Initial Util: 29.93%

Timing
  • Fmax: between 100 and 150 MHz
  • Final min period: 6982 ps
  • Slew margin rel.: between 50 and 60%
  • Tcrit/Tclk final: between 60% and 70%
  • Setup ws final: ~3000 ps
  • Final Hold Fails: 0
  • Least-Margin Pin Slew: roughly 700 ps
  • RSZ-0062 raised after global routing: false
  • Total negative slack: 0 ps
  • Final setup vio count: 0
  • Slew Limit Fails: 0

Outcome
  • Outcome: complete, no violations

Power
  • Reg power frac: 0%
  • P_sw: approximately 29 uW
  • Internal power: ~35 uW
  • Pwr/cell area: about 48 nW/um^2
  • Peak supply drop: ~0.000017 V
  • Sw Ratio: between 40% and 50%
  • Combinational group share of total power: 100.0%
  • Lkg Pwr: between 0.0006 and 0.0007 uW
  • Pwr Total: 63.59 uW
  • Clock power frac: 0%

Logic synthesis
  • Syn_area_per_cell: slightly above 7 sq um
  • Chip Area, Yosys: around 1000 sq um
  • Top post-synthesis cells by count: inv_1, ha_1, o21ai_0
  • Register share after synthesis: 0%
  • Area leader share: between 20 and 30%
  • Count leader, synth: inv_1
  • Mapped cell area: 1022 sq um
  • Yosys warnings: 1
  • Synth Instances: around 140
  • Cell area leaders: ha_1, inv_1, o21ai_0
  • Cell accounting for the most synthesized area: ha_1
  • Yosys cell count: ~140
  • Synth cell types: 38

Worst setup path
  • Nature of the critical path startpoint: input pin
  • Delay-heaviest family, CP: buffers and inverters
  • Cells along the critical path: clkdlybuf4s50_1 -> inv_1 -> ha_1 -> o21ba_1 -> or4_4 -> and3_1 -> a2111o_1 -> mux4_2 -> clkdlybuf4s50_1
  • Slowest-stage cell, CP: clkdlybuf4s50_1
  • CP most frequent cell: clkdlybuf4s50_1
  • WP data arrival: about 5000 ps
  • Max FO, Critical Path: 4
  • Worst stage delay on the critical path: roughly 560 ps
  • CP bufs+invs: 3
  • Crit path DRT: 8000 ps
  • Worst Setup End Kind: output port
  • Setup CP Type: input pin to output port

Cells and area
  • Non-Filler Instances: between 200 and 250
  • Clk_buf instances: 0
  • Synthesis-to-layout area growth: 30.60%
  • Ratio of cells with drive above 1 in the final layout: 2.994%
  • Flop area: 0 sq um
  • Seq cells: 0

Routing
  • Avg WL per Cell: around 12 um
  • Via count: ~1,000
  • Drt drc: 0
  • DR pass1 iterations: 4
  • DR iter-0 viols: between 50 and 60
  • Post-route ant nets: 0
  • Vias per cell: around 4.8
  • Post-Route WL: ~2500 um
  • Antenna diodes: 0

Global routing
  • Antenna violations before repair: 0
  • First-pass GRT wire length: roughly 4200 um
  • Largest net degree at the start of global routing: 21
  • Total gr overflow: 0
  • Vias in the first global route: between 900 and 1,000
  • GRT Total Usage: around 7.6%

CTS
  • Resized cells post-CTS: 0
  • Hold_buf cts: 0
  • Post-CTS setup repair buffer count: 0

Flow run
  • OpenROAD warnings: about 48
  • Max-cap violation count: 0

Hold path
  • Hold Path Class: input pin to output port
## metal layers
layer,GRT usage [%],share of wire [%],vias to the layer above
met5,0,0,-
met4,0.7042,1.0,0
met3,1.250,4.3,2
met2,12.76,45,18
met1,10.35,50,457
li1,-,-,545
## layout by cell type (no fill, tap or decap), types with 2 or more instances in the layout
master           instances
a211oi_1                 4
a21oi_1                  8
a31oi_1                  2
clkdlybuf4s50_1         27
fa_1                     2
ha_1                    24
inv_1                   27
mux2i_1                  2
mux4_2                   2
nand2_1                 10
nand2b_1                 4
nand3_1                  2
nand4_1                  3
nor2_1                   7
nor2b_1                  3
nor3_1                   2
nor4_1                   2
o21ai_0                 13
xnor2_1                  2
xor2_1                   3
## layout make-up
cell class	instances	area (sq um)
Fill cell	367	2081
Inverter	27	101.3
Multi-Input combinational cell	113	905.9
Tap cell	46	57.56
Timing Repair Buffer	27	270.3
## final timing paths
check / depth (start not counted) / end / start
max: 9 / Saida[7] / A[1]
min: 4 / FLAG_O / A[7]
## through the flow
stage	area, sq um	utilization, %	hold WS, ps
2_1_floorplan	1022	-	4098
3_3_place_gp	1335	39.08	5045
3_5_place_dp	1335	39.08	5075
4_1_cts	1335	39.08	5083
5_1_grt	1335	39.08	5131
6_report	1335	39.08	5064
## kinds of logic (layout without fill, tap and decap cells)
kind of cell,after synthesis,count (layout),share of synthesized area (%)
muxes,5,5,7.466
buffers and inverters,31,54,11.38
AOI/OAI and AO/OA,38,38,23.50
and+or+nand+nor,39,39,20.08
adders and majority gates,26,26,33.29
xor gates and xnor gates,5,5,4.285
## power by group through the flow
stage         Combinational [uW]  Sequential, uW  Clock (uW)
global route                72.1               0           0
CTS                         64.5               0           0
finish                      63.6               0           0
No activity file was given, so power comes from the tool's default toggle rates.
